==> flow/design.v <==
module seg7x16(
    input clk,
	 input reset,
	 input [31:0] i_data,
	 output  [7:0] o_seg,
	 output  [7:0] o_sel
    );
    reg [14:0] cnt;
	 always @ (posedge clk, posedge reset)
      if (reset)
        cnt <= 0;
      else
        cnt <= cnt + 1'b1;
    wire seg7_clk = cnt[14]; 
	 reg [2:0] seg7_addr;
	 always @ (posedge seg7_clk, posedge reset)
	   if(reset)
		  seg7_addr <= 0;
		else
		  seg7_addr <= seg7_addr + 1'b1;
	 reg [7:0] o_sel_r;
	 always @ (*)
	   case(seg7_addr)
		  7 : o_sel_r = 8'b01111111;
		  6 : o_sel_r = 8'b10111111;
		  5 : o_sel_r = 8'b11011111;
		  4 : o_sel_r = 8'b11101111;
		  3 : o_sel_r = 8'b11110111;
		  2 : o_sel_r = 8'b11111011;
		  1 : o_sel_r = 8'b11111101;
		  0 : o_sel_r = 8'b11111110;
		endcase
	 reg [31:0] i_data_store;
	 always @ (posedge clk, posedge reset)
	   if(reset)
		  i_data_store <= 0;
		else  
		  i_data_store <= i_data;
	 reg [7:0] seg_data_r;
	 always @ (*)
	   case(seg7_addr)
		  0 : seg_data_r = i_data_store[3:0];
		  1 : seg_data_r = i_data_store[7:4];
		  2 : seg_data_r = i_data_store[11:8];
		  3 : seg_data_r = i_data_store[15:12];
		  4 : seg_data_r = i_data_store[19:16];
		  5 : seg_data_r = i_data_store[23:20];
		  6 : seg_data_r = i_data_store[27:24];
		  7 : seg_data_r = i_data_store[31:28];
		endcase
	 reg [7:0] o_seg_r;
	 always @ (posedge clk, posedge reset)
	   if(reset)
		  o_seg_r <= 8'hff;
		else
		  case(seg_data_r)
		      4'h0 : o_seg_r <= 8'hC0;
          4'h1 : o_seg_r <= 8'hF9;
          4'h2 : o_seg_r <= 8'hA4;
          4'h3 : o_seg_r <= 8'hB0;
          4'h4 : o_seg_r <= 8'h99;
          4'h5 : o_seg_r <= 8'h92;
          4'h6 : o_seg_r <= 8'h82;
          4'h7 : o_seg_r <= 8'hF8;
          4'h8 : o_seg_r <= 8'h80;
          4'h9 : o_seg_r <= 8'h90;
          4'hA : o_seg_r <= 8'h88;
          4'hB : o_seg_r <= 8'h83;
          4'hC : o_seg_r <= 8'hC6;
          4'hD : o_seg_r <= 8'hA1;
          4'hE : o_seg_r <= 8'h86;
          4'hF : o_seg_r <= 8'h8E;
		  endcase
	  assign o_sel = o_sel_r;
	  assign o_seg = o_seg_r;
endmodule
==> flow/run.sh <==
#!/bin/bash
# OpenROAD 26Q1-2900-gdf79404cd8, Yosys 0.63+post, stock flow scripts
make -C /OpenROAD-flow-scripts/flow DESIGN_CONFIG=/design/flow/config.mk WORK_HOME=/design/flow/orfs finish
==> flow/config.mk <==
export PLATFORM = sky130hd
export DESIGN_NAME = seg7x16
export DESIGN_NICKNAME = seg7x16
export VERILOG_FILES = /design/flow/design.v
export SDC_FILE = /design/flow/constraint.sdc
export NUM_CORES = 4
export LEC_CHECK = 1
export CORE_UTILIZATION = 30
==> flow/constraint.sdc <==
current_design seg7x16

set clk_period 2.4
set clk_io_pct 0.2

create_clock -name clk0 -period $clk_period [get_ports {clk}]

set non_clock_inputs [all_inputs -no_clocks]
set_input_delay [expr $clk_period * $clk_io_pct] -clock clk0 $non_clock_inputs
set_output_delay [expr $clk_period * $clk_io_pct] -clock clk0 [all_outputs]
==> impl_metrics.tcl <==
# collected from the flow reports
set metrics [dict create \
    status "complete, no violations" \
    setup_viol 0 \
    postRouteWirelength_um 4179 \
    synth_flops 57 \
    hpwl_um 3041 \
    cts_resized 0 \
    synth-edff-count 0 \
    root_buffer "clkbuf_8" \
    crit_arrival_ns 1.28 \
    fp_util_pct 31.35 \
    hold_violations 0 \
    worst-path-buf-inv 1 \
    synthCells 180 \
    avgSynthCellArea_um2 12.70 \
    grt_pass1_wl_um 7113 \
    max-cap-violations 0 \
    drive_above_1_share_pct 11.69 \
    tns_ns 0 \
    path_class "reg2out" \
    max_clock_freq_mhz 568.3 \
    drtIter0Drc 46 \
    instances_no_fill 330 \
    worstSkewPairLatency_ns 0.31 \
    top_area_share_pct 54.73 \
    critPathSlowestCell "dfstp_2" \
    post-route-util_pct 40.67 \
    yosysUniqueCellTypes 39 \
    post_cts_buffers 0 \
    p_sw_uw 346.8 \
    synth-async-reset-ratio_pct 100.0 \
    dieArea_mm2 0.007973 \
    finalPower_uw 1590 \
    critPathLaunchType "register" \
    routed_via_density 4.397 \
    cp_data_required_time_ns 1.92 \
    fp-row-count 31 \
    synthTopCellsByArea "dfrtp_1, dfstp_2, xnor2_1, ha_1, nand3_1" \
    grt_start_max_net_pins 58 \
    synth_top_flop_cell "dfrtp_1" \
    internal_power_uw 1243 \
    ys_cells 180 \
    holdBufCountCts 0 \
    min_period_ns 1.760 \
    portBuffers 48 \
    maxSlewViolCount 0 \
    fp.coreArea_mm2 0.007292 \
    fin_skew_ns 0.01497 \
    die_h_um 89.29 \
    syn-cell-area_mm2 0.002286 \
    ioPinCount 50 \
    cp_top_family "flip-flops" \
    crit_chain "clkdlybuf4s50_1" \
    drc 0 \
    gp_congestion 0.8552 \
    warnings 29 \
    grt_overflow_total 0 \
    post_drt_wl_per_cell_um 12.66 \
    dp_cells 322 \
    cts_tree "done" \
    rsz0062_at_grt "no" \
    synth_warnings 1 \
    cellPowerDensity_mw_per_mm2 536.1 \
    slew_headroom_pct 62.67 \
    drtPass1Iterations 4 \
    path_max_fanout 1 \
    hold_path.class "reg2reg" \
    final.setup.worst_slack_ns 0.6404 \
    cp-end-kind "output port" \
    comb_power_share_pct 8.4 \
    diodes 0 \
    dp_worst_setup_slack_ns 0.7524 \
    drtAntennaViolNets 0 \
    antenna_found_initial 0 \
    top_area_cell "dfrtp_1" \
    area_delta_synth_final_pct 29.72 \
    h-tree-depth 2 \
    p_sw_share_pct 21.81 \
    tightest_slew_ns 0.5599 \
    yosysChipArea_mm2 0.002286 \
    power.leakage_uw 0.001240 \
    untimed_endpoints 11 \
    track_usage_pct 12.02 \
    peakVddDrop_mv 0.2567 \
    clkSlewWorstSetupHoldPaths_ns 0.10 \
    ff2ff_setup_slack_ns 0.75 \
    ys_seq_share_pct 62.78 \
    vias 1451 \
    grt_pass1_vias 1504 \
    p_seq_share_pct 60.6 \
    unclocked_pins 3 \
    finalCritPeriodShare_pct 73.32 \
    pwr-share-clk_pct 31.0 \
    die-width_um 89.29 \
    clock_path_buffers 2 \
    numCtsBuffers 5 \
    cpPeakStageDelay_ns 0.53 \
]
-- worst paths after layout --
path,start,to,cells after the start
setup / recovery,o_seg_r[0],o_seg[0],1
hold reg to reg,cnt[11],cnt[11],1
hold / removal,cnt[11],cnt[11],1
max in group asynchronous,reset,o_seg_r[6],3
setup reg to reg,i_data_store[10],o_seg_r[1],6
min in group asynchronous,reset,i_data_store[21],3
-- kinds of logic (layout without fill, tap and decap cells) --
kind of cell / count (synthesis) / after routing / share of synthesized area, %
other: 1 / 1 / 0.1640
AOI/OAI and AO/OA: 34 / 34 / 13.08
DFF: 57 / 57 / 62.78
buffers and inverters: 15 / 66 / 2.846
xor gates and xnor gates: 14 / 14 / 5.364
muxes: 2 / 2 / 1.149
and+or+nand+nor: 50 / 50 / 10.78
adders and majority gates: 7 / 7 / 3.831
-- registers in the layout, indices dropped and copies added (netlist names) --
| name | cells |
|---|---|
| i_data_store | 32 |
| cnt | 15 |
| o_seg_r | 7 |
| seg7_addr | 3 |
-- layer usage --
metal | global-route usage (%) | part of all wire, %
met5 | 0 | 0
met4 | 1.299 | 1.3
met3 | 2.341 | 4.1
met2 | 20.12 | 49
met1 | 17.44 | 46
-- synth_stat cells (4+ instances only) --
library cell,n
inv_1,9
nand3_1,13
dfrtp_1,50
a22oi_1,8
dfstp_2,7
buf_2,4
ha_1,7
a21oi_1,4
nand2_1,17
xnor2_1,11
nand4_1,7
nor2_1,5
-- layout by cell type, fill, tap and decap left out, types with 2 or more instances in the layout --
cell	count
dfrtp_1	50
a22o_1	2
o22a_1	3
and3_1	3
clkdlybuf4s50_1	48
dfstp_2	7
o211ai_1	2
nand4_1	7
o22ai_1	3
nand2_1	17
xor2_1	3
nor2_1	5
xnor2_1	11
ha_1	7
a22oi_1	8
inv_1	8
o22ai_2	2
clkbuf_8	5
a21oi_1	4
nand3_1	13
-- power by group through the flow --
stage	clock network [uW]	registers, uW	logic (uW)
4_1_cts	517	964	137
5_1_grt	551	968	149
6_report	493	963	134
-- per-stage QoR --
| step | area [um^2] | hold slack [ns] |
|---|---|---|
| after floorplan | 2286 | 0.4337 |
| after global placement | 2879 | 0.4525 |
| after detailed placement | 2879 | 0.4572 |
| after CTS | 2965 | 0.4748 |
| after global routing | 2965 | 0.4851 |
| final | 2965 | 0.4719 |
-- area by class of cell --
type,count,area (um^2)
clock inverter,2,13.76
timing repair buffer,49,500.5
multi-input combinational,108,785.8
sequential,57,1435
inverter,9,33.78
clock buffer,6,72.57
fill,721,4327
tap,99,123.9
Power and IR drop assume default switching activity.
